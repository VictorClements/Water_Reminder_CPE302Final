**flow/config.mk**
```make
export PLATFORM = sky130hd
export DESIGN_NAME = reminder
export DESIGN_NICKNAME = reminder
export VERILOG_FILES = /design/flow/design.v
export SDC_FILE = /design/flow/constraint.sdc
export NUM_CORES = 4
export LEC_CHECK = 1
export CORE_AREA = 10 10 70 70
export DIE_AREA = 0 0 80 80
```
**flow/constraint.sdc**
```tcl
current_design reminder

set clk_period 1.0
set clk_io_pct 0.2

create_clock -name clk0 -period $clk_period [get_ports {clk}]

set non_clock_inputs [all_inputs -no_clocks]
set_input_delay [expr $clk_period * $clk_io_pct] -clock clk0 $non_clock_inputs
set_output_delay [expr $clk_period * $clk_io_pct] -clock clk0 [all_outputs]
```
**flow/design.v**
```verilog
module reminder(input  logic       clk, reset,
                input  logic [3:0] waterLevel,
                input  logic [3:0] hMSD, hLSD,
                output logic       remind);
logic reminder;
  always_ff @(posedge clk, posedge reset)
    if(reset) remind <= 1'b0;
    else      remind <= reminder;
  always_comb
    case(waterLevel)
      4'b0000:  reminder = 1'b0;
      4'b0001:  if((hMSD == 4'd2) & (hLSD >= 4'd2))                     reminder = 1'b1;
                else  reminder = 1'b0;
      4'b0010:  if((hMSD == 4'd2) & (hLSD >= 4'd1))                     reminder = 1'b1;
                else  reminder = 1'b0;
      4'b0011:  if(hMSD == 4'd2)                                        reminder = 1'b1;
                else  reminder = 1'b0;
      4'b0100:  if( (hMSD == 4'd2) | ((hMSD == 4'd1) & (hLSD == 4'd9))) reminder = 1'b1;
                else  reminder = 1'b0;
      4'b0101:  if( (hMSD == 4'd2) | ((hMSD == 4'd1) & (hLSD >= 4'd8))) reminder = 1'b1;
                else  reminder = 1'b0;
      4'b0110:  if( (hMSD == 4'd2) | ((hMSD == 4'd1) & (hLSD >= 4'd7))) reminder = 1'b1;
                else  reminder = 1'b0;
      4'b0111:  if( (hMSD == 4'd2) | ((hMSD == 4'd1) & (hLSD >= 4'd6))) reminder = 1'b1;
                else  reminder = 1'b0;
      4'b1000:  if( (hMSD == 4'd2) | ((hMSD == 4'd1) & (hLSD >= 4'd5))) reminder = 1'b1;
                else  reminder = 1'b0;
      4'b1001:  if( (hMSD == 4'd2) | ((hMSD == 4'd1) & (hLSD >= 4'd4))) reminder = 1'b1;
                else  reminder = 1'b0;
      4'b1010:  if( (hMSD == 4'd2) | ((hMSD == 4'd1) & (hLSD >= 4'd3))) reminder = 1'b1;
                else  reminder = 1'b0;
      4'b1011:  if( (hMSD == 4'd2) | ((hMSD == 4'd1) & (hLSD >= 4'd2))) reminder = 1'b1;
                else  reminder = 1'b0;
      4'b1100:  if( (hMSD == 4'd2) | ((hMSD == 4'd1) & (hLSD >= 4'd1))) reminder = 1'b1;
                else  reminder = 1'b0;
      4'b1101:  if(hMSD >= 4'd1)                                        reminder = 1'b1;
                else  reminder = 1'b0;
      4'b1110:  if( (hMSD >= 4'd1) | ((hMSD == 4'd0) & (hLSD == 4'd9))) reminder = 1'b1;
                else  reminder = 1'b0;
      4'b1111:  if( (hMSD >= 4'd1) | ((hMSD == 4'd0) & (hLSD >= 4'd8))) reminder = 1'b1;
                else  reminder = 1'b0;
      default:  reminder = 1'b0;
    endcase
endmodule
```
**flow/run.sh**
```bash
#!/bin/bash
# OpenROAD 26Q1-2900-gdf79404cd8, Yosys 0.63+post, stock flow scripts
make -C /OpenROAD-flow-scripts/flow DESIGN_CONFIG=/design/flow/config.mk WORK_HOME=/design/flow/orfs finish
```
==> flow_metrics.py <==
# Physical implementation metrics
metrics = {
    "outcome": {
        "outcome": "complete, but fails checks",
        "failed_checks": "setup timing",
    },
    "synth": {
        "ys_cells": 34,
        "netlist-cell-type-count": 22,
        "ys_warn_count": 1,
        "ys_seq_elements": 1,
        "postSynthAreaPerCell_um2": 7.029,
        "synth.largest_area_cell": "o21ai_0",
        "yosys_area_um2": 239.0,
        "cell_count_after_synthesis": 34,
        "netlist.area_leader.share": 0.1257,
        "synth_sequential_area_ratio": 0.1047,
        "area_leaders": "o21ai_0 (13%), dfrtp_1 (10%), mux2i_1 (8.4%)",
        "synth_area_um2": 239.0,
    },
    "pwr": {
        "pwr_density_cell_nw_per_um2": 402.5,
        "power_leakage_nw": 0.1861,
        "ir_worst_vdd_mv": 0.1039,
    },
    "worst_setup_path": {
        "critPathMaxFanout": 3,
        "timing.setup.critical_path_class": "primary input to flip-flop",
        "worst_setup_path_start_kind": "primary input",
        "critPathCaptureType": "flip-flop",
        "timing.critical_path.arrival_ns": 0.98,
        "cp_data_required_time_ns": 0.86,
    },
    "floorplanning": {
        "die_height_um": 80,
        "initial_core_util": 0.06996,
        "io_pins": 15,
        "floorplan.core_area_um2": 3416,
        "chip_area_um2": 6400,
        "rows": 21,
        "die_w_um": 80,
    },
    "sta": {
        "fmaxAchievable_mhz": 899.7,
        "report.final.setup_viol": 1,
        "layout_setup_ws_ns": -0.1115,
        "finalCritPeriodShare": 1.112,
        "tightestPinTransition_ns": 0.2320,
        "grt_setup_unrepaired": "yes",
        "max_slew_margin": 0.8447,
        "report.final.slew_viol_count": 0,
        "final_period_minus_worst_setup_slack_ns": 1.112,
        "final_hold_violation_count": 0,
    },
    "grt": {
        "maximum_number_of_pins_on_one_net_before_global_route_repair": 9,
        "grt_pass1_wl_um": 1421,
        "grt_pass1_vias": 310,
        "global_route.usage.total": 0.02658,
        "grt_antenna_before_repair": 0,
        "overflow": 0,
    },
    "routing": {
        "highest-signal-layer": "met3",
        "detail-route-antenna-nets": 0,
        "detailedRoute.firstIterationViolations": 41,
        "average_wire_length_per_cell_after_detail_routing_um": 9.866,
        "drcViolationCount": 0,
        "m1WireLength_um": 515,
        "vias_per_cell": 3.433,
        "first_pass_iters": 2,
        "detailroute.via_count": 333,
        "wl_met2_um": 366,
        "total_routed_wirelength_um": 957,
        "route.antenna.diode_count": 0,
        "met3_length_um": 75,
    },
    "cts": {
        "number_of_setup_buffers_added_after_cts": 0,
        "cts.clk_slew.worst_paths_ns": 0,
    },
    "placement": {
        "post-dp-hpwl_um": 805.7,
        "io_buffers": 14,
        "post-place-cells": 97,
        "placed_cell_area_um2": 464.2,
        "finalWeightedCongestion": 0.8021,
    },
    "hold_path": {
        "hold_class": "primary input to asynchronous set/reset pin",
    },
    "finish": {
        "drive_above_1_share": 0.4706,
        "flip_flop_count_of_the_largest_register_after_layout": 1,
        "final_cells": 97,
        "areaGrowthSynthToFinish_pct": 102.6,
        "most_common_cell_after_layout_fill_and_taps_aside": "buf_2",
        "lay_top_cells": "buf_2 (7), buf_4 (4), nor2_1 (3), o21ai_0 (3), o21ai_1 (3)",
        "max_flop_register": "remind",
        "final_area_um2": 484.2,
        "largestRegisters": "remind x1",
    },
    "job": {
        "maxCapViolCount": 0,
        "stage_log_warnings": 30,
    },
}
==> synth_stat cells <==
library cell / n
a21o_1: 1
a21oi_1: 1
and3_1: 1
buf_2: 1
clkbuf_2: 1
dfrtp_1: 1
inv_1: 2
mux2i_1: 2
nand3_1: 1
nand4_1: 2
nor2_1: 3
nor3_1: 2
nor3b_1: 1
nor4_1: 1
nor4b_2: 1
o2111a_1: 1
o2111ai_1: 1
o211a_1: 1
o211ai_1: 2
o21ai_0: 6
or3_1: 1
xnor2_1: 1
==> cell type report <==
cell class | instances | area, um2
Fill cell | 402 | 2932
Inverter | 2 | 7.507
Multi-Input combinational cell | 29 | 246.5
Sequential cell | 1 | 25.02
Tap cell | 46 | 57.56
Timing Repair Buffer | 19 | 147.6
==> worst max-delay path: stages <==
cell and delay [ns]:
buf_8 0.10, or3_4 0.37, o211ai_1 0.19, nand4_1 0.11
==> kinds of logic after synthesis <==
kind of cell / Yosys count / synth area share
compound gates: 13 / 0.3665
mux: 2 / 0.08377
flops: 1 / 0.1047
buf+inv: 4 / 0.07327
xor+xnor: 1 / 0.03666
simple gates: 13 / 0.3351
==> per-stage QoR <==
step,hold WS (ns),total power [mW],TNS (ns),util,setup slack (ns)
2_1_floorplan,-0.07129,0.09218,0,-,0.01305
3_3_place_gp,0.3507,0.1851,-0.5021,0.1359,-0.5021
3_5_place_dp,0.3557,0.1877,-0.5422,0.1359,-0.5422
4_1_cts,0.3564,0.1904,-0.1227,0.1414,-0.1227
5_1_grt,0.3800,0.2078,-0.1581,0.1418,-0.1581
6_report,0.3482,0.1949,-0.1115,0.1418,-0.1115
==> metal layers <==
layer / up-vias / GRT usage
li1: 169 / -
met1: 149 / 0.04428
met2: 15 / 0.03371
met3: 0 / 0.006818
met4: 0 / 0
met5: - / 0
==> final timing paths <==
kind	startpoint	end	slack, ns
worst min-delay path	reset	remind	0.35
worst max-delay path	hMSD[3]	remind	-0.11
max in group asynchronous	reset	remind	0.56
min in group clk0	hMSD[3]	remind	0.61
==> repair_timing <==
item / 4_1_cts / 5_1_grt
gates resized: 54 / 7
pin swaps: 9 / 6
cloned: 0 / 0
hold buffers: 0 / 0
setup endpoints to repair: 1 / 1
==> report_power, final <==
group / switching, mW / internal, mW / total [mW]
clock network: 0 / 0 / 0
registers: 0.00105 / 0.0454 / 0.0464
logic: 0.0698 / 0.0787 / 0.148
total: 0.0709 / 0.124 / 0.195
No activity file was given, so power comes from the tool's default toggle rates.
