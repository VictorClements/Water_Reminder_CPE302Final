`flow/constraint.sdc`:
```
current_design timer_wrapper

set clk_period 5.5
set clk_io_pct 0.2

create_clock -name clk0 -period $clk_period [get_ports {CLOCK_50}]

set non_clock_inputs [all_inputs -no_clocks]
set_input_delay [expr $clk_period * $clk_io_pct] -clock clk0 $non_clock_inputs
set_output_delay [expr $clk_period * $clk_io_pct] -clock clk0 [all_outputs]
```
`flow/run.sh`:
```
#!/bin/bash
# OpenROAD 26Q1-2900-gdf79404cd8, Yosys 0.63+post, stock flow scripts
make -C /OpenROAD-flow-scripts/flow DESIGN_CONFIG=/design/flow/config.mk WORK_HOME=/design/flow/orfs finish
```
`flow/config.mk`:
```
export PLATFORM = sky130hd
export DESIGN_NAME = timer_wrapper
export DESIGN_NICKNAME = timer_wrapper
export VERILOG_FILES = /design/flow/design.v
export SDC_FILE = /design/flow/constraint.sdc
export NUM_CORES = 4
export LEC_CHECK = 1
export CORE_UTILIZATION = 40
```
`flow/design.v`:
```
module bcdCounter
        #(parameter Max = 4'd9)
         (input  logic       clk, reset, 
          input  logic       en, cin,        
          input  logic       hourIs2XIn,     
          output logic [3:0] cnt, 
          output logic       cout,
          output logic       hourIs2XOut);   
  always_ff @(posedge clk, posedge reset) 
    if (reset)  cnt <= 4'b0; 
    else if (hourIs2XIn & (cnt == 4'd3) & cin) cnt <= 4'b0; 
    else if (en)  
        if (cout) cnt <= 4'b0; 
        else      cnt <= cnt + cin; 
  assign cout = ((cnt == Max) & cin) | (hourIs2XIn & (cnt == 4'd3) & cin);
  assign hourIs2XOut = cnt == 2;
endmodule
module clock1Hz
         (input  logic clk, reset,
          output logic slowClk);
  logic [39:0] count;
  always_ff @(posedge clk, posedge reset)
    if (reset)  count <= 40'b0;
    else          count <= count + 40'd21990;
assign slowClk = count[39];
endmodule
module clock60Hz
         (input  logic clk, reset,
          output logic slowClk);
  logic [39:0] count;
  always_ff @(posedge clk, posedge reset)
    if (reset)  count <= 40'b0;
    else          count <= count + 40'd1319414;
assign slowClk = count[39];
endmodule
module clock3600Hz
         (input  logic clk, reset,
          output logic slowClk);
  logic [39:0] count;
  always_ff @(posedge clk, posedge reset)
    if (reset)  count <= 40'b0;
    else          count <= count + 40'd79164837;
assign slowClk = count[39];
endmodule
module Clock760Hz(input  logic clk, reset,
                  output logic slowClk);
  logic [15:0] count;
  always_ff@(posedge clk, posedge reset)
    if(reset)   count <= 15'b0;
    else        count <= count + 1;
  assign slowClk = count[15];
endmodule
module mux2
  #(parameter width = 4)
   (input  logic [width-1:0] d0, d1, 
    input  logic             s,
    output logic [width-1:0] y);
   assign y = s ? d1 : d0; 
endmodule
module sevenseg(input  logic [3:0] data,
                output logic [6:0] segments);
  always_comb
  case (data)            
    4'h0:    segments = 7'b1000000;   
    4'h1:    segments = 7'b1111001;   
    4'h2:    segments = 7'b0100100;   
    4'h3:    segments = 7'b0110000;   
    4'h4:    segments = 7'b0011001;   
    4'h5:    segments = 7'b0010010;   
    4'h6:    segments = 7'b0000010;   
    4'h7:    segments = 7'b1111000;   
    4'h8:    segments = 7'b0000000;   
    4'h9:    segments = 7'b0011000;   
    4'hA:    segments = 7'b0001000;   
    4'hB:    segments = 7'b0000011;   
    4'hC:    segments = 7'b0100111;   
    4'hD:    segments = 7'b0100001;   
    4'hE:    segments = 7'b0000110;   
    4'hF:    segments = 7'b0001110;   
    default: segments = 7'bx;         
  endcase
endmodule
module timer (input  logic       clk, reset,
              input  logic [3:0] waterLevelIn,
              input  logic [1:0] selectLine,
              output logic       remind,
              output logic [3:0] stablizedWaterLevel,
              output logic [3:0] count0, count1, count2, count3,
              output logic [5:0] water_drunk,
              output logic [6:0] display0, display1, display2, display3);
  logic       carryOut0, carryOut1, carryOut2, carryOut3;  
  logic       junk0, junk1, junk2, junk3;   
  logic       slowClk0, slowClk1, slowClk2;        
  logic       systemClk;   
  logic       drank;
  always_comb
    case(selectLine)
      2'b00:    systemClk = slowClk0;
      2'b01:    systemClk = slowClk1;
      default:    systemClk = slowClk2;
    endcase
  clock1Hz    clock1Hz    (clk, reset, slowClk0);
  clock60Hz   clock60Hz   (clk, reset, slowClk1);
  clock3600Hz clock3600Hz (clk, reset, slowClk2);
  bcdCounter #(4'd9) secondsLSD (systemClk, reset, 1'b1, 1'b1,      1'b0,       count0, carryOut0, junk0);
  bcdCounter #(4'd5) secondsMSD (systemClk, reset, 1'b1, carryOut0, 1'b0,       count1, carryOut1, junk1);
  bcdCounter #(4'd9) minutesLSD (systemClk, reset, 1'b1, carryOut1, 1'b0,       count2, carryOut2, junk2);
  bcdCounter #(4'd2) minutesMSD (systemClk, reset, 1'b1, carryOut2, 1'b0,       count3, carryOut3, junk3);
  waterLevelChecker  stablizer  (slowClk0, reset, waterLevelIn, stablizedWaterLevel);
  waterDrunk #(6)    amount     (clk, reset, {count3, count2, count1, count0}, stablizedWaterLevel, water_drunk, drank);
  assign remind = (count3 == 4'd2) & carryOut2 & ~drank;
  sevenseg segs0(count0, display0);
  sevenseg segs1(count1, display1);
  sevenseg segs2(count2, display2);
  sevenseg segs3(count3, display3);
endmodule
module timer_wrapper (input  logic       CLOCK_50,
                      input  logic [2:0] SW,
                      output logic [6:0] HEX0, HEX1, HEX2, HEX3, HEX4, HEX5);
timer timer(CLOCK_50, SW[0], SW[2:1],     HEX0,  HEX1,  HEX2,  HEX3,  HEX4,  HEX5);
endmodule
module waterDrunk
       #(parameter width = 6)
        (input  logic             clk, reset,
         input  logic [15:0]      count,        
         input  logic [3:0]       water_level,  
         output logic [width-1:0] water_drunk,  
         output logic             drank);       
logic [4:0] new_level, old_level;  
logic [4:0] difference;            
logic       positive;              
logic [4:0] addToCounter;          
logic       drankReset;            
always_ff @(posedge clk, posedge reset)
  if(reset) {new_level, old_level} <= 10'b0;
  else      {new_level[3:0], old_level[3:0]} 
            <= {water_level, new_level[3:0]};
assign difference = old_level - new_level;
assign positive = old_level > new_level;
mux2 #(5) mymux (5'b0, difference, positive, addToCounter);
always_ff @(posedge clk, posedge reset)
  if(reset) water_drunk <= 0;
  else      water_drunk <= water_drunk + addToCounter;
assign drankReset = reset | (count == 16'b0);
always_ff @(posedge clk, posedge drankReset)
  if(drankReset)  drank <= 1'b0;
  else            drank <= drank | positive;     
endmodule
module waterLevelChecker(input  logic       clk, reset,
                         input  logic [3:0] water_level_input,    
                         output logic [3:0] water_level);         
    logic [3:0] N1, N2, N3, N4;  
    logic comparator;            
    always_ff@(posedge clk, posedge reset)
        if(reset)   {N1, N2, N3, N4} <= 16'b0;
        else        {N1, N2, N3, N4} <= {water_level_input, N1, N2, N3};
    assign comparator = (N1 == N2) & (N2 == N3) & (N3 == N4);
    always_ff@(posedge clk, posedge reset) begin
        if(reset)           water_level <= 4'b0;
        else if(comparator) water_level <= N4;
    end
endmodule
```
==> flow_summary.json <==
{
  "final_cell_mix": "dfrtp_1 (110), xnor2_1 (40), nand2_1 (37)",
  "internal_power_mw": 0.9371,
  "rsz0062_at_grt": "no",
  "setup_viol": 0,
  "syn_area_um2": 5209,
  "critPathCaptureType": "output pin",
  "vdd_drop_max_mv": 0.1088,
  "r2r_slack_ns": 3.18,
  "yosysWarnings": 24,
  "clockRootBuffer": "clkbuf_16",
  "drtPass1Iterations": 4,
  "rr_endpoint": "timer.clock1Hz.count[25]$_DFF_PP0_",
  "grt_start_max_net_pins": 61,
  "num_vias": 3210,
  "fmax_mhz": 410.4,
  "place_inst": 655,
  "die_x_um": 116.1,
  "routed_wl_um": 7683,
  "worst_slew_pin_slew_ns": 0.8160,
  "p_sw_mw": 0.2431,
  "ff_type": "dfrtp_1",
  "min_from": "timer.amount.new_level[1]$_DFF_PP0_",
  "layout_top_cell": "dfrtp_1",
  "dr_wl_met2_um": 3478,
  "yosysChipArea_um2": 5209,
  "finalWeightedCongestion": 0.8061,
  "async_flop_share": 1.000,
  "drc": 0,
  "p_sw_frac": 0.2060,
  "ys_cells": 486,
  "finalSetupTns_ns": 0,
  "timing.slew.headroom": 0.4549,
  "top_area_frac": 0.5285,
  "die_y_um": 116.1,
  "slew_viol_final": 0,
  "cts_made_buffers": 9,
  "antenna_found_initial": 0,
  "cpPeakStageDelay_ns": 0.48,
  "chipArea_um2": 13480,
  "vias_per_cell": 4.784,
  "drt-initial-drc-count": 129,
  "slowest_stage": "clkdlybuf4s50_1",
  "arrival_ns": 1.34,
  "edf_count": 0,
  "io_buffers": 18,
  "untimed_endpoints": 42,
  "holdWs_ns": 0.3764,
  "post_drt_wl_per_cell_um": 11.45,
  "wl_met1_um": 3814,
  "nFillCells": 1139,
  "coreArea_um2": 12670,
  "setup_slack_ns": 3.063,
  "fp_util": 0.4111,
  "status": "finished, final reports clean",
  "synthCells": 486,
  "antenna_left": 0,
  "power_frac_seq": 0.524,
  "worstSetupStartpointType": "register",
  "final_cells": 671,
  "synth_flops": 110,
  "postPlaceCellArea_um2": 5376,
  "ff2ff_path_depth": 6,
  "clockPowerShare": 0.461,
  "syn_to_final_growth_pct": 8.431,
  "dp_hpwl_um": 5300,
  "clock_skew_ns": 0.006386,
  "grt_pass1_vias": 2986,
  "drv_cap": 0,
  "synth_seq_share": 0.5285,
  "leakagePower_nw": 2.529,
  "min_to": "timer.amount.old_level[1]$_DFF_PP0_",
  "diodes": 0,
  "fin_area_um2": 5648,
  "fin_crit_sh": 0.4430,
  "post_route_cells_drive_above_1_share": 0.05611,
  "synth_area_leader_cell": "dfrtp_1",
  "crit_fanout": 2,
  "clock_path_buffers": 2,
  "crit_type": "reg -> out",
  "overflow": 0,
  "cp_cell_sequence": "nor2b_1 -> clkdlybuf4s50_1",
  "warnings": 25,
  "powerDensity_nw_per_um2": 209.0,
  "final_util": 0.4457,
  "hp-class": "reg -> reg",
  "io_pins": 46,
  "cts_tree": "built",
  "power_frac_comb": 0.015,
  "fp-row-count": 41,
  "cts_resized": 0,
  "critPathRequiredTime_ns": 4.40,
  "yosysUniqueCellTypes": 54,
  "fin_crit_ns": 2.437,
  "htreeDepth": 3,
  "cts_hold_repair.buffers": 0,
  "hold_viol": 0,
  "dr_wl_met3_um": 311,
  "cts_setup_buffers": 0,
  "r2r-start": "timer.clock1Hz.count[7]$_DFF_PP0_",
  "post-place-ws_ns": 2.653,
  "unclocked_regs": 26,
  "clk_pin_slew_ns": 0.06,
  "avgSynthCellArea_um2": 10.72,
  "grt_pass1_wl_um": 13270,
  "topCellsByArea": "dfrtp_1 (53%), xnor2_1 (6.7%), buf_4 (5.8%), xor2_1 (5.2%), nand2_1 (2.7%)",
  "top_layer": "met4",
  "whs_path_depth": 0,
  "p_total_mw": 1.180,
  "grt_use_total": 0.1250,
  "insertion_delay_ns": 0.33
}
worst max-delay path by stage:
stage,startpoint,end,cells after the start
global route,SW[0],timer.clock3600Hz.count[15]$_DFF_PP0_,3
finish,timer.amount.drank$_DFF_PP0_,HEX1[0],2
CTS,SW[0],timer.clock3600Hz.count[15]$_DFF_PP0_,3
power by group through the flow:
stage     logic (mW)  registers, mW  clock network, mW
4_1_cts       0.0200          0.618              0.562
5_1_grt       0.0228          0.617              0.588
6_report      0.0181          0.618              0.544
worst max-delay path: cells and delay by family (launching register included):
family        cells  cell delay [ns]
buf+inv           1             0.48
flops             1             0.38
simple gates      1             0.14
layer usage:
layer  track usage  vias up
li1              -     1614
met1        0.2018     1535
met2        0.1905       52
met3       0.02167        9
met4       0.01453        0
met5             0        -
cell usage after synthesis, types with 4 or more instances:
cell,count
ha_1,10
xnor2_1,40
inv_1,19
or3_1,4
o21a_1,4
nand2_1,37
and2_1,6
nor4_1,5
nor2_1,34
clkbuf_1,4
a21oi_1,17
nor2b_1,8
o21ai_0,15
buf_4,40
nand4_1,11
nor3_1,15
dfrtp_1,110
xor2_1,31
nand3_1,16
flip-flops by register name, summed over array words and instances, names as in the netlist, 2 cells and up:
register                     flops
timer.clock3600Hz.count         40
timer.clock1Hz.count            39
timer.minutesLSD.cnt             4
timer.minutesMSD.cnt             4
timer.secondsLSD.cnt             4
timer.secondsMSD.cnt             4
timer.amount.new_level           2
timer.amount.old_level           2
timer.stablizer.N1               2
timer.stablizer.N2               2
timer.stablizer.N3               2
timer.stablizer.N4               2
timer.stablizer.water_level      2
final cells by class:
class                   instances  area [um2]  area share
well taps                     172       215.2     0.03810
clock buffers                  12       246.5     0.04364
clock inverters                 4       25.02    0.004431
flip-flops and latches        110        2753      0.4874
multi-input cells             335        2147      0.3802
inverters                      19       73.82     0.01307
repair buffers                 19       187.7     0.03323
cell families (layout without fill, tap and decap cells):
group | count (synthesis) | after routing | synth area share
AOI/OAI and AO/OA | 65 | 65 | 0.08768
buffers and inverters | 67 | 54 | 0.07807
adders and majority gates | 10 | 10 | 0.02402
xor gates and xnor gates | 71 | 71 | 0.1194
other | 1 | 27 | 0.0007199
muxes | 4 | 4 | 0.008407
and+or+nand+nor | 158 | 158 | 0.1533
DFF | 110 | 110 | 0.5285
Power and IR drop assume default switching activity.
