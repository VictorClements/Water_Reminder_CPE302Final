### ./design.v
module audio(input  logic reminder, clk,reset,
             output logic toBuzzer);
  logic slowclk;
  Clock760Hz Hz(clk,reset,slowclk);
  assign toBuzzer = reminder ? slowclk : 1'b0;
endmodule
module clock1Hz
         (input  logic clk, reset,
          output logic slowClk);
  logic [39:0] count;
  always_ff @(posedge clk, posedge reset)
    if (reset)  count <= 40'b0;
    else          count <= count + 40'd21990;
assign slowClk = count[39];
endmodule
module clock60Hz
         (input  logic clk, reset,
          output logic slowClk);
  logic [39:0] count;
  always_ff @(posedge clk, posedge reset)
    if (reset)  count <= 40'b0;
    else          count <= count + 40'd1319414;
assign slowClk = count[39];
endmodule
module clock3600Hz
         (input  logic clk, reset,
          output logic slowClk);
  logic [39:0] count;
  always_ff @(posedge clk, posedge reset)
    if (reset)  count <= 40'b0;
    else          count <= count + 40'd79164837;
assign slowClk = count[39];
endmodule
module Clock760Hz(input  logic clk, reset,
                  output logic slowClk);
  logic [15:0] count;
  always_ff@(posedge clk, posedge reset)
    if(reset)   count <= 15'b0;
    else        count <= count + 1;
  assign slowClk = count[15];
endmodule
### ./run.sh
#!/bin/bash
# OpenROAD 26Q1-2900-gdf79404cd8, Yosys 0.63+post, stock flow scripts
make -C /OpenROAD-flow-scripts/flow DESIGN_CONFIG=/design/flow/config.mk WORK_HOME=/design/flow/orfs finish
### ./config.mk
export PLATFORM = sky130hd
export DESIGN_NAME = audio
export DESIGN_NICKNAME = audio
export VERILOG_FILES = /design/flow/design.v
export SDC_FILE = /design/flow/constraint.sdc
export NUM_CORES = 4
export LEC_CHECK = 1
export CORE_AREA = 10 10 74 74
export DIE_AREA = 0 0 84 84
### ./constraint.sdc
current_design audio

set clk_period 2.3
set clk_io_pct 0.2

create_clock -name clk0 -period $clk_period [get_ports {clk}]

set non_clock_inputs [all_inputs -no_clocks]
set_input_delay [expr $clk_period * $clk_io_pct] -clock clk0 $non_clock_inputs
set_output_delay [expr $clk_period * $clk_io_pct] -clock clk0 [all_outputs]
==> flow_metrics.tcl <==
# implementation run metrics
set metrics [dict create \
    core_util_floorplan 0.179 \
    slowest_delay_ns 0.46 \
    vias 429 \
    slew_viol_final 0 \
    track_usage 0.0318 \
    die_w_um 84 \
    top_register "Hz.count" \
    drt_iter0_drc 12 \
    hold_viol_final 0 \
    cts_hold_buf 0 \
    core_um2 3970 \
    leakage_nw 0.374 \
    logic_family "simple AND/OR/NAND/NOR gates" \
    cp_data_arrival_time_ns 1.48 \
    setup_viol 0 \
    end_kind "primary output" \
    yosys.area_share.simple 0.227 \
    path_cells "clkdlybuf4s50_1, and2_1, clkdlybuf4s50_1" \
    ys_sh_adder 0.0176 \
    clk_pin_slew_ns 0.06 \
    yosys.stat.seqShare 0.562 \
    drtPass1Iterations 4 \
    cts_resized 0 \
    die_y_um 84 \
    xor_area_frac 0.172 \
    rsz0062_at_grt "false" \
    grt.overflow.total 0 \
    synth_warnings 1 \
    drt-wirelength-per-cell_um 8.64 \
    drtAntennaViolNets 0 \
    status "finished clean" \
    warning_count 25 \
    crit_path_start_kind "input port" \
    cts_tree "yes" \
    worst_pin_slew_ns 0.576 \
    num-fill-cells 420 \
    vdd_drop_max_v 0.000180 \
    max-cap-violations 0 \
    power_density_nw_per_um2 611 \
    critPathSlowestCell "clkdlybuf4s50_1" \
    area_growth_pct 20.7 \
    rows 23 \
    antennaDiodeCount 0 \
    via_per_inst 3.70 \
    grt_pass1_wl_mm 1.94 \
    mux_area_frac 0 \
    period_used_share 0.845 \
    avgSynthCellArea_um2 12.1 \
    place_congestion 0.707 \
    postCtsSetupBuffers 0 \
    yosysTopAreaCell "dfrtp_1" \
    crit_fanout 1 \
    layout-drive-gt1-share 0.136 \
    top_cell "dfrtp_1" \
    largest_reg_flops 16 \
    fin_tns_setup_ns 0 \
    synth.distinct_cells 13 \
    crit_type "input port to primary output" \
    wl_mm 1.00 \
    slew_headroom 0.615 \
    dp_hpwl_um 763 \
    r2r_setup_slack_ns 1.00 \
    synth-edff-count 0 \
    post-route-util 0.216 \
    synth.area.top_cells "dfrtp_1 56%, xor2_1 12%, nor4_2 7.0%" \
    regArea_um2 400 \
    period_minus_slack_ns 1.94 \
    synth_cells 59 \
    antenna_found_initial 0 \
    required_ns 1.84 \
    synthArstFlopShare 1.00 \
    cts_buffers 3 \
    clkLatencyLatePin_ns 0.24 \
    hold-worst-slack_ns 0.456 \
    comb_area_um2 297 \
    cts-root-buf "clkbuf_8" \
    numClockSinks 16 \
    syn_area_um2 712 \
    ys_cells 59 \
    clock.fmax_ghz 0.515 \
    cts-htree-levels 1 \
    common_cells "16 x dfrtp_1, 10 x xor2_1, 5 x nand3_1" \
    ys.flops 16 \
    io_pins 4 \
    drcViolationCount 0 \
    grt_max_degree 17 \
    ys_sh_aoi 0 \
    fin_skew_ns 0.000528 \
    ff_type "dfrtp_1" \
    yosysChipArea_um2 712 \
    crit_top_cell "clkdlybuf4s50_1" \
    top_regs "Hz.count x16" \
    io_buffer_count 3 \
    top_area_frac 0.562 \
    die_area_um2 7060 \
    grt_pass1_vias 445 \
    cts_max_path_buffers 2 \
    hold_class "flip-flop to flip-flop" \
]
-- per-stage QoR --
stage	cell area, um^2	worst slack [ns]	instances	power (mW)
global placement	805	0.355	112	0.295
detailed placement	805	0.352	112	0.296
finish	860	0.357	116	0.525
CTS	860	0.346	116	0.534
global route	860	0.292	116	0.546
floorplan	712	1.14	59	0.291
-- cell type report --
type,count,area share
multi-input cells,39,0.345
well taps,50,0.0728
repair buffers,3,0.0349
clock buffers,4,0.0640
inverters,4,0.0175
flip-flops and latches,16,0.466
-- where the power goes --
part           internal (mW)  switching [mW]  total [mW]
registers              0.282               0       0.282
clock network          0.151          0.0838       0.235
logic                0.00303         0.00537     0.00840
-- worst paths after layout --
check / startpoint / end / cells past startpoint
worst max-delay path: reminder / toBuzzer / 3
worst min-delay path: Hz.count[15]$_DFF_PP0_ / Hz.count[15]$_DFF_PP0_ / 1
worst max register to register: Hz.count[2]$_DFF_PP0_ / Hz.count[15]$_DFF_PP0_ / 3
worst min register to register: Hz.count[15]$_DFF_PP0_ / Hz.count[15]$_DFF_PP0_ / 1
max in group asynchronous: reset / Hz.count[2]$_DFF_PP0_ / 2
min in group asynchronous: reset / Hz.count[5]$_DFF_PP0_ / 2
-- logic make-up (layout without fill, tap and decap cells) --
logic type               Yosys count  after routing
XOR/XNOR                          14             14
AND/OR/NAND/NOR                   24             24
adder cells (fa/ha/maj)            1              1
buffers and inverters              4             11
flip-flops                        16             16
-- layout by cell type, fill, tap and decap left out --
cell / n
inv_1: 4
ha_1: 1
nand2_1: 4
nand4_1: 2
nand4_4: 1
clkdlybuf4s50_1: 3
nor2_1: 3
and2_1: 1
xnor2_1: 4
dfrtp_1: 16
nor3_1: 4
xor2_1: 10
nor4_2: 4
clkbuf_8: 4
nand3_1: 5
-- critical path, delay by kind of cell --
kind / cells / cell delay [ns]
buffers and inverters: 2 / 0.91
AND/OR/NAND/NOR: 1 / 0.11
-- routing by layer --
metal,vias to the layer above,GRT usage,part of all wire
li1,216,-,-
met1,202,0.0400,0.46
met2,9,0.0488,0.45
met3,2,0.0167,0.085
met4,0,0.00304,0.0050
met5,-,0,0
Power figures rest on the tool's default switching activity, not on a simulated workload.
